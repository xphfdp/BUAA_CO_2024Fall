<file path="/design/flow/config.mk">
export PLATFORM = sky130hd
export DESIGN_NAME = Timer0
export DESIGN_NICKNAME = Timer0
export VERILOG_FILES = /design/flow/design.v
export SDC_FILE = /design/flow/constraint.sdc
export NUM_CORES = 4
export LEC_CHECK = 1
export CORE_UTILIZATION = 50
</file>
<file path="/design/flow/constraint.sdc">
current_design Timer0

set clk_period 7.3
set clk_io_pct 0.2

create_clock -name clk0 -period $clk_period [get_ports {clk}]

set non_clock_inputs [all_inputs -no_clocks]
set_input_delay [expr $clk_period * $clk_io_pct] -clock clk0 $non_clock_inputs
set_output_delay [expr $clk_period * $clk_io_pct] -clock clk0 [all_outputs]
</file>
<file path="/design/flow/design.v">
`timescale 1ns / 1ps
module Timer0(
    input clk,
    input reset,
    input [31:2] Addr,
    input WE,
    input [31:0] Din,
    output [31:0] Dout,
    output IRQ
    );
	reg [1:0] state;
	reg [31:0] mem [2:0];
	reg _IRQ;
	assign IRQ = mem[0][3] & _IRQ;
	assign Dout = mem[Addr[3:2]];
	wire [31:0] load = Addr[3:2] == 0 ? {28'h0, Din[3:0]} : Din;
	integer i;
	always @(posedge clk) begin
		if(reset) begin
			state <= 0; 
			for(i = 0; i < 3; i = i+1) mem[i] <= 0;
			_IRQ <= 0;
		end
		else if(WE) begin
			mem[Addr[3:2]] <= load;
		end
		else begin
			case(state)
				2'b00 : if(mem[0][0]) begin
					state <= 2'b01;
					_IRQ <= 1'b0;
				end
				2'b01 : begin
					mem[2] <= mem[1];
					state <= 2'b10;
				end
				2'b10  : 
					if(mem[0][0]) begin
						if(mem[2] > 1) mem[2] <= mem[2]-1;
						else begin
							mem[2] <= 0;
							state <= 2'b11;
							_IRQ <= 1'b1;
						end
					end
					else state <= 2'b00;
				default : begin
					if(mem[0][2:1] == 2'b00) mem[0][0] <= 1'b0;
					else _IRQ <= 1'b0;
					state <= 2'b00;
				end
			endcase
		end
	end
endmodule
</file>
<file path="/design/flow/run.sh">
#!/bin/bash
# OpenROAD 26Q1-2900-gdf79404cd8, Yosys 0.63+post, stock flow scripts
make -C /OpenROAD-flow-scripts/flow DESIGN_CONFIG=/design/flow/config.mk WORK_HOME=/design/flow/orfs finish
</file>
==> flow_metrics.rpt <==
==== FLOW RESULTS ====
----------------------------------------------------
[Logic synthesis]
  Commonest flop ........................ sky130_fd_sc_hd__edfxtp_1
  Count leader, synth ........................ sky130_fd_sc_hd__edfxtp_1
  Seq cells post-synth ........................ roughly 130
  Cell type contributing the most total cell area after synthesis ........................ sky130_fd_sc_hd__edfxtp_1
  Share of synthesized registers carrying an async set or reset ........................ 0%
  Area share of the leading cell type in the synthesized netlist ........................ 56.6%
  EDFF count, synth ........................ about 130
  Number of cells produced by synthesis ........................ 552
  Commonest cells in the netlist ........................ sky130_fd_sc_hd__edfxtp_1, sky130_fd_sc_hd__nor2_1, sky130_fd_sc_hd__nand2_1
  Post-Synthesis Mean Instance Area ........................ between 10 and 15 µm²
  Number of distinct library cells after synthesis ........................ approximately 54
  Total cells reported by yosys after synthesis ........................ ~550
  Synthesis area per yosys ........................ a little under 7000 µm²
  Part of the Yosys area used for sequential elements ........................ 58.0%
  Number of synthesis warnings ........................ 1
  Mapped cell area ........................ 6800 µm²
  Top cells by area ........................ sky130_fd_sc_hd__edfxtp_1, sky130_fd_sc_hd__mux4_2, sky130_fd_sc_hd__nor2_1

[Worst setup path]
  Crit-path max FO ........................ 37
  Launching element type of the critical path ........................ input pin
  Cell depth of the worst flop-to-flop path ........................ 6
  Critical setup path kind ........................ in2out
  Worst reg2reg startpoint ........................ mem[2][5]
  Endpoint of the worst-slack reg-to-reg timing path ........................ mem[2][10]
  Slack of the worst reg-to-reg path ........................ 4.44 ns
  Required time of the worst setup path ........................ 5.84 ns
  Nature of the critical path endpoint ........................ output port
  Endpoint arrival time on the critical path ........................ about 3.2 ns

[Layout]
  P&R area growth vs syn ........................ 22.7%
  Final cell area excluding filler cells ........................ about 8300 µm²
  Post-route insts no fill ........................ roughly 840
  Layout cells sized above 1 ........................ roughly 15%
  Fraction of the core area covered by cells at the end of the flow ........................ a little over three fifths

[Placed design]
  Half-perimeter wire length after detailed placement ........................ around 11000 µm
  Total placed cells including tap cells ........................ 804
  Port Buffer Count ........................ about 69
  RD Place Congestion ........................ 0.879
  Standard cell area after detailed placement ........................ approximately 8000 µm²

[Status]
  Run status ........................ complete, no violations

[Global routing]
  Via count of the first global-routing pass ........................ approximately 5300
  Pin count of the biggest net entering global routing ........................ 40
  Global-route wire length before repair ........................ between 20000 and 30000 µm
  Sum of overflow across all layers after global routing ........................ 0
  Total track usage ........................ 29.6%
  Number of antenna violations at the first check in global routing ........................ 0

[Clocking]
  Post-CTS setup repair buffer count ........................ 0
  Total number of H-tree levels ........................ 4
  Count of clock tree sinks ........................ ~130
  Clk latency late pin ........................ ~0.42 ns
  Clock input transition at the sequential cells of the worst setup and hold paths ........................ around 0.050 ns
  Deepest clock path buffer count ........................ 2
  TritonCTS clock tree ........................ done
  Clock buffers created by TritonCTS ........................ 17
  Clock Root Buffer ........................ sky130_fd_sc_hd__clkbuf_16
  Count of hold-fix buffers inserted at cts ........................ 0
  # resized after CTS ........................ 0

[STA]
  Worst clock skew on the final layout ........................ around 0.0066 ns
  Least-Margin Pin Slew ........................ 0.802 ns
  Final count of negative-setup-slack endpoints ........................ 0
  Final count of hold timing violations ........................ 0
  Unrepaired setup endpoints after global routing ........................ no
  Peak clock frequency supported by timing ........................ 214 MHz
  Part of the cycle the worst path needs ........................ approximately 64%
  Final setup TNS ........................ 0 ns
  Crit path time final ........................ 4.67 ns
  Slew Limit Headroom ........................ between 40% and 50%
  Max Transition Viols Final ........................ 0

[Floorplanning]
  Die boundary height ........................ around 120 µm
  Core Density at Floorplan ........................ 51.3%
  Die Width ........................ around 120 µm
  Area of the placeable core ........................ ~13000 µm²
  Standard-cell rows ........................ around 42
  Chip Footprint ........................ roughly 14000 µm²
  Top-level port count ........................ around 98

[Run]
  Tool warning count ........................ ~55
  Number of max-cap violations ........................ 0

[Routing]
  Wirelength per Cell ........................ around 21 µm
  Number of search-and-repair iterations in the first detailed-routing pass ........................ 4
  Residual antenna-violating net count after detailed routing ........................ 0
  Number of design rule violations left after detail routing ........................ 0
  Antenna diodes ........................ 0
  Post-DR vias/cell ........................ about 6.0
  Overall routed net length ........................ between 15000 and 20000 µm
  Drt initial violations ........................ between 300 and 400
  Via count ........................ 4998

[Worst hold path]
  Destination of the worst hold path ........................ state[3]
  Kind of path behind the tightest hold check ........................ reg2reg
  Startpoint of the most critical hold path ........................ state[3]
  Cell depth of the worst min-delay path ........................ 2

[Pwr]
  Static leakage ........................ between 0.003 and 0.004 µW
  Max VDD drop ........................ ~0.14 mV
  Total design power ........................ ~1900 µW
  Total power per unit cell area ........................ 225 nW/µm²

----------------------------------------------------
-- power by group --
group	leakage (µW)	switching (µW)	total (µW)	internal, µW
registers	0.00131	25.0	911	886
logic	0.00152	102	211	109
clock network	0.000265	301	758	457
-- cells in the final DEF, fill, tap and decap left out, types with 17 or more instances in the layout --
master | Yosys | layout
sky130_fd_sc_hd__edfxtp_1 | 128 | 128
sky130_fd_sc_hd__nor2_1 | 81 | 81
sky130_fd_sc_hd__conb_1 | 1 | 28
sky130_fd_sc_hd__a21oi_1 | 20 | 20
sky130_fd_sc_hd__clkdlybuf4s50_1 | 0 | 67
sky130_fd_sc_hd__mux4_2 | 32 | 32
sky130_fd_sc_hd__nand2_1 | 43 | 43
sky130_fd_sc_hd__xor2_1 | 19 | 19
sky130_fd_sc_hd__clkbuf_16 | 0 | 17
sky130_fd_sc_hd__nor3_1 | 24 | 23
sky130_fd_sc_hd__buf_4 | 0 | 17
sky130_fd_sc_hd__nand3_1 | 30 | 30
-- layer usage --
layer	wire length [µm]	global-route usage, %	vias to the layer above
li1	-	-	2261
met1	7290	45.4	2420
met2	8290	43.5	288
met3	2020	14.0	27
met4	315	4.19	2
met5	45	2.57	-
-- layout make-up --
| cell class | instances | area, µm² |
|---|---|---|
| multi-input cells | 401 | 2810 |
| clock inverters | 14 | 93.8 |
| well taps | 176 | 220 |
| inverters | 8 | 30.0 |
| fillers | 1047 | 4910 |
| repair buffers | 86 | 808 |
| clock buffers | 18 | 429 |
| flip-flops and latches | 133 | 3940 |
-- critical path, stage by stage --
cell                              delay (ns)
sky130_fd_sc_hd__buf_2                  0.07
sky130_fd_sc_hd__buf_4                  0.60
sky130_fd_sc_hd__mux4_2                 0.62
sky130_fd_sc_hd__clkdlybuf4s50_1        0.43
-- flip-flops by register name, indices dropped and copies added, names as in the netlist --
signal and cells:
_IRQ 1, mem 128, state 4
-- worst max-delay path by stage --
stage | depth (start not counted) | slack, ns | from | endpoint
CTS | 4 | 2.58 | Addr[2] | Dout[22]
global route | 4 | 2.50 | Addr[2] | Dout[26]
finish | 4 | 2.63 | Addr[2] | Dout[14]
-- metrics by stage --
stage	setup slack, ns	hold slack (ns)
after floorplan	2.21	0.423
after global placement	2.60	0.437
after detailed placement	2.58	0.443
after CTS	2.58	0.451
after global routing	2.50	0.480
final	2.63	0.447
-- cell families after synthesis --
kind of cell             synth area share, %
flip-flops                              58.0
AND/OR/NAND/NOR                         18.7
adder cells (fa/ha/maj)                0.368
buffers and inverters                   2.61
AND-OR/OR-AND                           6.02
multiplexers                            10.8
other                                 0.0552
XOR/XNOR                                3.48
Power and IR drop assume default switching activity.
