==> ./design.v <==
`timescale 1ns / 1ps
`timescale 1ns / 1ps
module Bridge(
	input interrupt,
	output [5:0] HWInt,
	output [3:0] m_int_byteen,
	output [31:0] m_int_addr,
	output [31:0] m_data_addr,
    output [31:0] m_data_wdata,
	input [31:0] m_data_rdata,
	output [3:0] m_data_byteen,
	input [31:0] temp_m_data_addr,
    input [31:0] temp_m_data_wdata,
	output [31:0] temp_m_data_rdata,
    input [3:0] temp_m_data_byteen,
	output [31:0] Timer0_address,
    output Timer0_enable,
    output [31:0] Timer0_Din,
    input [31:0] Timer0_Dout,
	input Timer0_IRQ,
    output [31:0] Timer1_address,
    output Timer1_enable,
    output [31:0] Timer1_Din,
    input [31:0] Timer1_Dout,
	input Timer1_IRQ
    );
	assign HWInt = {3'b000,interrupt,Timer1_IRQ,Timer0_IRQ};
	assign m_int_addr = ((temp_m_data_addr >= 32'h0000_7f20 && temp_m_data_addr <= 32'h0000_7f23) && (temp_m_data_byteen != 4'b0000))?temp_m_data_addr:32'b00;
	assign m_int_byteen = ((temp_m_data_addr >= 32'h0000_7f20 && temp_m_data_addr <= 32'h0000_7f23) && (temp_m_data_byteen != 4'b0000))?temp_m_data_byteen:4'b0000;
	assign m_data_addr = temp_m_data_addr;
	assign m_data_wdata = temp_m_data_wdata;
	assign Timer0_address = temp_m_data_addr;
	assign Timer0_Din = temp_m_data_wdata;
	assign Timer0_enable = (temp_m_data_byteen != 4'b0000) && (Timer0_address >= 32'h0000_7f00 && Timer0_address <= 32'h0000_7f0b);
	assign Timer1_address = temp_m_data_addr;
	assign Timer1_Din = temp_m_data_wdata;
	assign Timer1_enable = (temp_m_data_byteen != 4'b0000) && (Timer1_address >= 32'h0000_7f10 && Timer1_address <= 32'h0000_7f1b);
	assign m_data_byteen = ((Timer0_address >= 32'h0000_7f00 && Timer0_address <= 32'h0000_7f0b) || (Timer1_address >= 32'h0000_7f10 && Timer1_address <= 32'h0000_7f1b))?4'b0000:temp_m_data_byteen;
	assign temp_m_data_rdata = (Timer0_address >= 32'h0000_7f00 && Timer0_address <= 32'h0000_7f0b)?Timer0_Dout:
							   (Timer1_address >= 32'h0000_7f10 && Timer1_address <= 32'h0000_7f1b)?Timer1_Dout:
							   m_data_rdata;
endmodule
==> ./run.sh <==
#!/bin/bash
# OpenROAD 26Q1-2900-gdf79404cd8, Yosys 0.63+post, stock flow scripts
make -C /OpenROAD-flow-scripts/flow DESIGN_CONFIG=/design/flow/config.mk WORK_HOME=/design/flow/orfs finish
==> ./config.mk <==
export PLATFORM = sky130hd
export DESIGN_NAME = Bridge
export DESIGN_NICKNAME = Bridge
export VERILOG_FILES = /design/flow/design.v
export SDC_FILE = /design/flow/constraint.sdc
export NUM_CORES = 4
export LEC_CHECK = 1
export CORE_AREA = 10 10 175 175
export DIE_AREA = 0 0 185 185
==> ./constraint.sdc <==
current_design Bridge

set clk_period 9.4
set clk_io_pct 0.2

create_clock -name clk0 -period $clk_period

set non_clock_inputs [all_inputs -no_clocks]
set_input_delay [expr $clk_period * $clk_io_pct] -clock clk0 $non_clock_inputs
set_output_delay [expr $clk_period * $clk_io_pct] -clock clk0 [all_outputs]
==> results_dict.tcl <==
# collected from the flow reports
set metrics [dict create \
    drtPass1Iterations 4 \
    hold_buffers 0 \
    num_io_pins 439 \
    yosysTopAreaCellShare_pct 59.1 \
    dp_hpwl_um 12700 \
    maxSlewHeadroom_pct 44.0 \
    startpoint_type "input pin" \
    ys_types 31 \
    swShare_pct 25.6 \
    holdPathStages 0 \
    rows 60 \
    maxSlewViolCount 0 \
    place_congestion 0.760 \
    hold_class "input pin to primary output" \
    ant_nets 0 \
    via_per_inst 3.53 \
    cts_resized 0 \
    overflow 0 \
    arrival_ns 5.20 \
    p_switching_w 0.0000344 \
    top_area_cell "buf_4" \
    ys_cells 424 \
    ff_count 0 \
    crit_fanout 53 \
    avgRoutedWirePerCell_um 18.4 \
    pwr-share-seq_pct 0 \
    n_clock_buffer 0 \
    comb_area_um2 1140 \
    rsz0062_at_grt "no" \
    ff_latch_area_um2 0 \
    endpoint_kind "primary output" \
    crit_type "input pin to primary output" \
    drt_wl_total_um 15300 \
    ys_area_um2 2830 \
    max_freq_mhz 141 \
    synth_area_per_cell_um2 6.68 \
    yosysSeqAreaShare_pct 0 \
    cp.required_ns 7.52 \
    p_leak_nw 1.46 \
    track_usage_pct 8.01 \
    lay_top_cells "clkdlybuf4s50_1, nor2_1, nand4_1, a31oi_1, conb_1" \
    synth_cells 424 \
    timing.final.crit_share_pct 75.3 \
    p_per_area_nw_per_um2 30.4 \
    p_comb_share_pct 100.0 \
    worst_slew_pin_slew_ns 0.832 \
    grt_pass1_vias 3135 \
    hold_violations 0 \
    area_leaders "buf_4, nand4_1, a31oi_1, nor2_1, o21ai_0" \
    setup_viol 0 \
    grt_first_pass_wirelength_um 20600 \
    grt_max_degree 54 \
    die_w_um 185 \
    maxCapViolations 0 \
    dieArea_um2 34200 \
    drt_iter0_drc 97 \
    status "finished clean" \
    vias 2936 \
    cts_setup_buffers 0 \
    tns_ns 0 \
    clockPowerShare_pct 0 \
    fill_cells 3037 \
    port-buffer-count 280 \
    drcViolationCount 0 \
    cellInternalPower_w 0.0000999 \
    syn_to_final_growth_pct 55.8 \
    layout-drive-gt1-share_pct 2.66 \
    fin_cells 831 \
    mostFrequentLayoutCell "clkdlybuf4s50_1" \
    yosysWarnings 0 \
    antenna_found_initial 2 \
    synth_area_um2 2830 \
    ir_drop_mv 0.0136 \
    core_um2 26900 \
    fp_util_pct 10.5 \
    die_h_um 185 \
    warnings 32 \
    dp.cells 830 \
    period_minus_slack_ns 7.08 \
]
==> power groups by stage <==
| stage | Combinational (W) | Clock [W] | Sequential, W |
|---|---|---|---|
| CTS | 0.000138 | 0 | 0 |
| global route | 0.000145 | 0 | 0 |
| finish | 0.000134 | 0.0000000000142 | 0 |
==> cell usage after synthesis <==
cell type and count:
a21o_1 1, nor2_1 43, o21ai_1 11, nand2_1 3, nor4_1 6, and2_1 6
or3_4 1, a2bb2o_4 1, a21oi_1 1, nor4_4 1, a2111oi_0 1, conb_1 1
clkbuf_2 2, nand4_1 34, nand3_1 1, nand4b_1 2, a2bb2oi_4 1, nor3_1 1
buf_2 8, a311o_1 1, a211oi_2 1, o2111ai_2 1, and3_1 4, buf_4 223
clkbuf_1 8, and4_1 1, inv_1 2, o21ai_0 22, or4_1 1, a31oi_1 32
buf_6 3
==> per-layer routing <==
layer / track usage, % / routed length (µm)
met2: 14.3 / 7490
met5: 0 / 11
met1: 8.35 / 5240
met3: 2.83 / 1860
met4: 3.32 / 663
==> path summary, 6_finish.rpt <==
check / start / endpoint / slack [ns]
worst max-delay path: temp_m_data_addr[26] / temp_m_data_rdata[5] / 2.32
worst min-delay path: Timer0_IRQ / HWInt[0] / 3.76
==> stage by stage <==
stage	cell area (µm²)	setup slack (ns)	hold slack [ns]	utilization (%)	total power, W
after floorplan	2920	4.12	3.83	-	0.0000699
after global placement	4410	2.08	3.76	16.4	0.000137
after detailed placement	4410	2.13	3.76	16.4	0.000137
after CTS	4410	2.10	3.76	16.4	0.000138
after global routing	4410	1.91	3.76	16.4	0.000145
final	4410	2.32	3.76	16.4	0.000134
==> logic make-up after synthesis <==
logic type / count (synthesis) / share of synthesized area (%)
buffers and inverters: 246 / 63.4
AND-OR/OR-AND: 73 / 16.6
AND/OR/NAND/NOR: 104 / 19.8
other: 1 / 0.132
==> final cells by class <==
class	count	area share, %
well taps	341	9.67
inverters	2	0.170
diodes	1	0.0567
multi-input cells	202	25.8
repair buffers	285	64.3
==> critical path, cell delays in order <==
cell and delay [ns]:
clkdlybuf4s50_1 0.47, nor4_1 0.46, and4_2 0.32, buf_4 0.44, o2111ai_4 0.39, buf_4 0.41
a31oi_1 0.27, clkdlybuf4s50_1 0.51
No activity file was given, so power comes from the tool's default toggle rates.
