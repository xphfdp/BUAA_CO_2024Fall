### design/flow/run.sh
#!/bin/bash
# OpenROAD 26Q1-2900-gdf79404cd8, Yosys 0.63+post, stock flow scripts
make -C /OpenROAD-flow-scripts/flow DESIGN_CONFIG=/design/flow/config.mk WORK_HOME=/design/flow/orfs finish
### design/flow/config.mk
export PLATFORM = sky130hd
export DESIGN_NAME = Timer1
export DESIGN_NICKNAME = Timer1
export VERILOG_FILES = /design/flow/design.v
export SDC_FILE = /design/flow/constraint.sdc
export NUM_CORES = 4
export LEC_CHECK = 1
export CORE_UTILIZATION = 50
### design/flow/constraint.sdc
current_design Timer1

set clk_period 7.3
set clk_io_pct 0.2

create_clock -name clk0 -period $clk_period [get_ports {clk}]

set non_clock_inputs [all_inputs -no_clocks]
set_input_delay [expr $clk_period * $clk_io_pct] -clock clk0 $non_clock_inputs
set_output_delay [expr $clk_period * $clk_io_pct] -clock clk0 [all_outputs]
### design/flow/design.v
`timescale 1ns / 1ps
module Timer1(
    input clk,
    input reset,
    input [31:2] Addr,
    input WE,
    input [31:0] Din,
    output [31:0] Dout,
    output IRQ
    );
	reg [1:0] state;
	reg [31:0] mem [2:0];
	reg _IRQ;
	assign IRQ = mem[0][3] & _IRQ;
	assign Dout = mem[Addr[3:2]];
	wire [31:0] load = Addr[3:2] == 0 ? {28'h0, Din[3:0]} : Din;
	integer i;
	always @(posedge clk) begin
		if(reset) begin
			state <= 0; 
			for(i = 0; i < 3; i = i+1) mem[i] <= 0;
			_IRQ <= 0;
		end
		else if(WE) begin
			mem[Addr[3:2]] <= load;
		end
		else begin
			case(state)
				2'b00 : if(mem[0][0]) begin
					state <= 2'b01;
					_IRQ <= 1'b0;
				end
				2'b01 : begin
					mem[2] <= mem[1];
					state <= 2'b10;
				end
				2'b10  : 
					if(mem[0][0]) begin
						if(mem[2] > 1) mem[2] <= mem[2]-1;
						else begin
							mem[2] <= 0;
							state <= 2'b11;
							_IRQ <= 1'b1;
						end
					end
					else state <= 2'b00;
				default : begin
					if(mem[0][2:1] == 2'b00) mem[0][0] <= 1'b0;
					else _IRQ <= 1'b0;
					state <= 2'b00;
				end
			endcase
		end
	end
endmodule
==> run notes <==
The synthesis and PnR run went through. STA classifies the critical path startpoint as an input pin. After synthesis, the most frequently instantiated cells are edfxtp_1, nor2_1, nand2_1. For this run, the register share of the synthesized area comes to 58.03%. Number of post-CTS setup repair buffers landed at 0. Counting flops and latches in the post-synthesis netlist gives 133. Clock group share of total power landed at 40.3%. STA reports the tightest min-delay check as being of type reg -> reg. Clock-pin slew on the worst setup and hold paths landed at about 0.05 ns. Number of nets with antenna violations after routing landed at 0. Across all layers, the routed design uses ~5000 vias.

The critical path is of the in -> out type. No sink is reached through more buffers than the 2 on the longest clock path. In this run switching power makes up 22.79% of total power.

Area growth from synthesis to layout landed at 22.66%. Cell count listed in synth_stat.txt landed at ~550. Post-synth the commonest register cell is edfxtp_1.

edfxtp_1 takes more of the synthesized area than any other cell. In the power breakdown, the internal column shows ~1500 uW. Per the CTS log, the maximum H-tree level is 4.

The sequential cells in the finished layout cover a total of 0.003944 mm^2. Number of antenna violations at the first check in global routing landed at 0. Total global-route track usage landed at 29.59%. Number of top-level design ports landed at roughly 98. Per the TritonCTS log, the buffer count is 17. In the routed design, unresolved DRC markers number 0. Row count landed at 42. The worst setup path is captured at a primary output. Global-route congestion overflow total landed at 0. In this run the clock root is driven by a clkbuf_16. Highest clock frequency the design can meet landed at 0.2142 GHz.

TritonCTS built the clock tree. In this run the VDD rail shows a maximum IR drop of around 0.00014 V. HPWL after detailed placement landed at about 11 mm. The via count of the first global-routing pass came to 5263. The buffer_ports step reported a buffer count of 69. The first global-routing pass estimated 28.26 mm of wire. Counting tap cells, the placed design contains a total of approximately 800 instances. Latest clock arrival within the worst-skew pair landed at 0.42 ns. The netlist uses 54 different library cells. Via count normalized by instance count landed at 5.978. Time the worst path needs with I/O delays and setup landed at 4.668 ns. Flop-to-flop setup slack landed at 4.44 ns. The cell family contributing the most delay on the critical path is buffers and inverters. Largest stage delay on the critical path landed at 0.62 ns.

In this run, post-CTS hold repair placed 0 buffers. From bottom edge to top edge, the die measures between 100 and 150 um. Before any placement, the netlist area is recorded as 0.006797 mm^2.

The wire length recorded after detailed routing is 17.97 mm. Per the OpenROAD floorplan log, the area of the core is 0.01324 mm^2. For this run, the chip area from Yosys synthesis comes to 0.006797 mm^2. Number of detailed-route iterations in the first pass landed at 4. The run finished with clean final reports. Number of pins exceeding their max-slew limit in the final report landed at 0. Setup repair after global routing left no endpoint under its margin. Share of the clock period used by the worst path landed at a little under two thirds. The power report puts the leakage power at 0.003096 uW.

Number of maximum-capacitance constraint violations landed at 0. Area of the die landed at 0.01406 mm^2. The number of warnings reported in the stage logs is 55. In the synthesized netlist the async set-or-reset flop fraction comes to 0%. Post-CTS repair ended up resizing 0 cells. Summed over its instances, the top area cell type makes up about 57% of the synthesized netlist area.

Combinational gate area landed at 0.002811 mm^2. The most common cell in the synthesized netlist is edfxtp_1. The final report gives the core utilization as 62.95%. Looking at the critical path, the single cell with the biggest stage delay is mux4_2. Mean area per synthesized cell landed at 12.31 um^2.

Looking at the power breakdown, combinational cells take 11.2% of the total. Synthesized instance count landed at 552. Entering global routing, the biggest net connects ~40 pins. Total power normalized to cell area comes to 225.5 mW/mm^2. The flow reports that sequential cells draw 48.4% of the design power. CTS saw 133 sinks. The switching component of the power was reported as 428.4 uW. The finished layout holds 836 standard cells, fillers aside. Floorplan core density landed at 51.32%. The worst pin sits at a relative slew slack of roughly 46%. Along the critical path, the tally of buffer and inverter instances is 3. Number of hold violations in the final report landed at 0. Number of diodes added for antenna fixing landed at 0. Final setup TNS landed at 0 ns. Counting the warning lines in the Yosys log gives 1.

Yosys attributes the largest share of cell area to edfxtp_1, mux4_2, nor2_1. The die is 118.6 um wide. Actual transition at the worst max-transition pin landed at 0.8022 ns. The post-synth count of flops with an enable pin is 128.

In the final layout, the share of cells above drive strength 1 is 15.00%. The report lists the cells along the critical path as buf_2 -> buf_4 -> mux4_2 -> clkdlybuf4s50_1. Arrival time of data at the critical path endpoint landed at 3.21 ns. Maximum fanout encountered on the critical timing path landed at 37. Endpoints with negative setup slack in the final report add up to 0.

The violation tally recorded at the end of detailed-routing iteration 0 is 376. After its last routability iteration, the placer logged a weighted congestion of between 0.8 and 0.9. Layout filler cell count landed at 1047. The routed design shows a wire length per standard cell of roughly 21 um.

Largest clock skew in the final design landed at approximately 0.0066 ns. The data required time reported for the critical path is approximately 6 ns.
==> cell type report <==
class	instances	share of cell area [%]
Inverter	8	0.3602
Clock buffer	18	5.148
Tap cell	176	2.641
Sequential cell	133	47.31
Multi-Input combinational cell	401	33.72
Clock inverter	14	1.126
Timing Repair Buffer	86	9.695
==> power groups by stage <==
stage                 sequential, uW  combinational, uW  clock (uW)
final                            911                211         758
after global routing             916                231         805
after CTS                        911                213         771
==> sequential cells by signal (all words and copies together), names as in the netlist <==
register  cells
_IRQ          1
mem         128
state         4
==> cell usage in the layout (no fill, tap or decap), types with 4 or more instances in the layout <==
cell,count
nand3_1,30
nor4_1,11
xor2_1,19
mux4_2,32
xnor2_1,8
nor2_1,81
or3_1,6
nand2_1,43
or2_2,5
inv_1,8
and2_1,14
clkinv_2,9
a221oi_1,9
and3_1,12
or4_1,6
clkdlybuf4s50_1,67
edfxtp_1,128
buf_4,17
conb_1,28
nor4_2,6
a21oi_1,20
dfxtp_1,5
nor3_1,23
clkbuf_16,17
nand4_1,4
==> path summary, 6_finish.rpt <==
path	startpoint	end	cells after the start
max	Addr[2]	Dout[14]	4
min	state[3]$_DFF_P_	state[3]$_DFF_P_	2
max reg2reg	mem[2][5]$_SDFFCE_PN0P_	mem[2][10]$_SDFFCE_PN0P_	6
min reg2reg	state[3]$_DFF_P_	state[3]$_DFF_P_	2
==> metrics by stage <==
step                total power, uW  setup WS, ns  hold WS, ns  cell area, um^2
floorplan                      1033         2.208       0.4233             6898
global placement               1135         2.598       0.4369             7814
CTS                            1894         2.583       0.4507             8337
detailed placement             1137         2.585       0.4429             7814
finish                         1880         2.632       0.4466             8337
global route                   1953         2.498       0.4796             8337
==> metal layers <==
layer	global-route usage, %	share of wire, %	up-vias	routed length, um
met5	2.574	0.25	-	45
met4	4.193	1.8	2	315
met2	43.46	46	288	8294
met1	45.37	41	2420	7294
li1	-	-	2261	-
met3	13.98	11	27	2018
==> cells by family after synthesis <==
| family | synth area share, % |
|---|---|
| simple gates | 18.69 |
| flops | 58.03 |
| compound gates | 6.020 |
| buf+inv | 2.614 |
| mux | 10.75 |
| xor+xnor | 3.479 |
| fa+ha+maj | 0.3681 |
| other cells | 0.05518 |
==> worst min-delay path, cell delays in order, from the launching register on <==
cell	delay [ns]
dfxtp_1	0.31
nand2_1	0.05
nand2_1	0.04
Power is estimated from default activity; no workload was simulated.
